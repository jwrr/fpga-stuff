File: /design/flow/config.mk
export PLATFORM = sky130hd
export DESIGN_NAME = wave_ram
export DESIGN_NICKNAME = wave_ram
export VERILOG_FILES = /design/flow/design.v
export SDC_FILE = /design/flow/constraint.sdc
export NUM_CORES = 4
export LEC_CHECK = 1
export CORE_UTILIZATION = 40
export SYNTH_MEMORY_MAX_BITS = 65536
File: /design/flow/constraint.sdc
current_design wave_ram

set clk_period 1.3
set clk_io_pct 0.2

create_clock -name clk0 -period $clk_period [get_ports {rclk}]
create_clock -name clk1 -period $clk_period [get_ports {wclk}]

set non_clock_inputs [all_inputs -no_clocks]
set_input_delay [expr $clk_period * $clk_io_pct] -clock clk0 $non_clock_inputs
set_output_delay [expr $clk_period * $clk_io_pct] -clock clk0 [all_outputs]
File: /design/flow/design.v
interface ram_if #(
  parameter DEPTH = 256,
  parameter AWID  = 8,
  parameter DWID  = 16
) (
 input bit clk
);
  logic we;
  logic [DWID-1:0] din, dout;
  logic [AWID-1:0]  addr;
  modport mem  (input  we, din, addr, output dout);
  modport ctrl (output we, din, addr, input  dout);
endinterface
interface bus_if #(
  parameter DEPTH = 256,
  parameter AWID  = 8,
  parameter DWID  = 16
) (
 input bit clk
);
  logic we;
  logic [DWID-1:0] din, dout;
  logic [AWID-1:0]  addr;
  modport src  (input  we, din, addr, output dout);
  modport dest (output we, din, addr, input  dout);
endinterface
module dualrank_cdc #(
  parameter CDC_LEN = 2
) (
  input  clk,  
  input  rst,  
  input  d,    
  output q     
);
  reg [CDC_LEN-1:0] q_cdc;
  always @(posedge clk or posedge rst) begin
    if (rst) begin
      q_cdc <= 0;
    end else begin
      q_cdc <= {d, q_cdc[CDC_LEN-1:1]};
    end
  end
  assign q = q_cdc[0];
endmodule
module fifo #(
  parameter DEPTH  = 256,
  parameter DWID   =  16
) (
  input                 rst,
  input                 wclk,
  input                 i_write_wclk,
  input      [DWID-1:0] i_din_wclk,
  output                o_full_wclk,
  input                 rclk,
  input                 i_read_rclk,
  output     [DWID-1:0] o_dout_rclk,
  output reg            o_empty_rclk
);
  localparam AWID = $clog2(DEPTH);
  reg [1:0] rst_cdc_wclk;
  wire      rst_wclk = rst_cdc_wclk[1];
  always @(posedge wclk or posedge rst) begin
    if (rst) begin
      rst_cdc_wclk <= 3;
    end else begin
      rst_cdc_wclk <= (rst_cdc_wclk << 1);
    end
  end
  reg [1:0] rst_cdc_rclk;
  wire      rst_rclk = rst_cdc_rclk[1];
  always @(posedge rclk or posedge rst) begin
    if (rst) begin
      rst_cdc_rclk <= 3;
    end else begin
      rst_cdc_rclk <= (rst_cdc_rclk << 1);
    end
  end
  reg  [AWID-1:0] waddr_wclk;
  wire [AWID-1:0] raddr_wclk;
  wire [AWID-1:0] waddr_next_wclk = (waddr_wclk == DEPTH-1) ? 0 : waddr_wclk + 1;
  wire full_wclk  = waddr_next_wclk == raddr_wclk;
  assign o_full_wclk = full_wclk;
  wire write_wclk = i_write_wclk && !full_wclk;
  always @(posedge wclk or posedge rst_wclk) begin
    if (rst_wclk) begin
      waddr_wclk <= 0;
    end else begin
      if (write_wclk) begin
        waddr_wclk <= waddr_next_wclk;
      end
    end
  end
  reg  [AWID-1:0] raddr_rclk;
  wire [AWID-1:0] waddr_rclk;
  wire empty_rclk = raddr_rclk == waddr_rclk;
  wire read_rclk  = i_read_rclk && !empty_rclk;
  always @(posedge rclk or posedge rst_rclk) begin
    if (rst_rclk) begin
      raddr_rclk <= 0;
      o_empty_rclk <= 1;
    end else begin
      if (read_rclk) begin
        raddr_rclk <= (raddr_rclk == DEPTH-1) ? 0 : raddr_rclk + 1;
      end
      o_empty_rclk = empty_rclk;
    end
  end
  wire [AWID-1:0] waddr_gray;
  bin2gray #(AWID) u_bin2gray_waddr
  (
    .clk    (wclk),
    .rst    (rst_wclk),
    .i_bin  (waddr_wclk),
    .o_gray (waddr_gray)
  );
  gray2bin #(AWID) u_gray2bin_waddr
  (
    .clk    (rclk),
    .rst    (rst_rclk),
    .i_gray (waddr_gray),
    .o_bin  (waddr_rclk)
  );
  wire [AWID-1:0] raddr_gray;
  bin2gray #(AWID) u_bin2gray_raddr
  (
    .clk    (rclk),
    .rst    (rst_rclk),
    .i_bin  (raddr_rclk),
    .o_gray (raddr_gray)
  );
  gray2bin #(AWID) u_gray2bin_raddr
  (
    .clk    (rclk),
    .rst    (rst_rclk),
    .i_gray (raddr_gray),
    .o_bin  (raddr_wclk)
  );
  wire [DWID-1:0] dout_rclk;
  ram2p #(DEPTH,AWID,DWID) u_ram2p (
    .clka(wclk),
    .i_wea(write_wclk),
    .i_addra(waddr_wclk),
    .i_data(i_din_wclk),
    .o_data(),
    .clkb(rclk),
    .i_web(1'b0),
    .i_addrb(raddr_rclk),
    .i_datb({DWID{1'b0}}),
    .o_datb(dout_rclk)
  );
  assign o_dout_rclk = o_empty_rclk ? 0 : dout_rclk;
endmodule
module bin2gray #(
  parameter DWID   =  16
) (
  input                 clk,
  input                 rst,
  input      [DWID-1:0] i_bin,
  output reg [DWID-1:0] o_gray
);
  always @(posedge clk or posedge rst) begin
    if (rst) begin
      o_gray <= 0;
    end else begin
      o_gray <= i_bin ^ (i_bin >> 1);
    end
  end
endmodule
module gray2bin #(
  parameter DWID   =  16
) (
  input                 clk,
  input                 rst,
  input      [DWID-1:0] i_gray,
  output reg [DWID-1:0] o_bin
);
  reg [DWID-1:0] num;
  reg [DWID-1:0] mask;
  reg [DWID-1:0] bin;
  integer        i;
  always@* begin
    num  = i_gray;
    mask = num;
    for (i=0; i<DWID; i=i+1) begin
      mask = mask >> 1;
      num  = num ^ mask;
    end
  end
  always @(posedge clk or posedge rst) begin
    if (rst) begin
      bin <= 0;
      o_bin <= 0;
    end else begin
      bin <= num;
      o_bin <= bin;
    end
  end  
endmodule
module ram2p #(
  parameter DEPTH = 256,
  parameter AWID  = 8,
  parameter DWID  = 16
) (
  input                 clka,
  input                 i_wea,
  input      [AWID-1:0] i_addra,
  input      [DWID-1:0] i_data,
  output reg [DWID-1:0] o_data,
  input                 clkb,
  input                 i_web,
  input      [AWID-1:0] i_addrb,
  input      [DWID-1:0] i_datb,
  output reg [DWID-1:0] o_datb
);
  reg [DWID-1:0] mem_array[0:DEPTH-1];
  always @(posedge clka) begin
    if (i_wea) begin
      mem_array[i_addra] <= i_data;
    end
    o_data <= mem_array[i_addra];
  end
  always @(posedge clkb) begin
    if (i_web) begin
      mem_array[i_addrb] <= i_datb;
    end
    o_datb <= mem_array[i_addrb];
  end
endmodule
module reset_cdc #(
  parameter POLARITY_IN  = 1,  
  parameter POLARITY_OUT = 1,  
  parameter CDC_LEN      = 3   
) (
  input  clk,
  input  rst_in,
  output rst_out
);
  wire rst_n = POLARITY_IN==1 ? !rst_in : rst_in;
  reg [CDC_LEN-1:0] rst_n_cdc;
  always @(posedge clk or negedge rst_n) begin
    if (!rst_n) begin
      rst_n_cdc <= 0;
    end else begin
      rst_n_cdc <= {1'b1, rst_n_cdc[CDC_LEN-1:1]};
    end
  end
  assign rst_out = POLARITY_OUT==1 ? !rst_n_cdc[0] : rst_n_cdc[0];
endmodule
module wave_ram #(
  parameter WAVE_RAM_DEPTH  = 256,
  parameter CMD_FIFO_DEPTH  = 256,
  parameter AWIDTH          =   8,
  parameter DWIDTH          =  16,
  parameter CWIDTH          =  24
) (
  input                 rst,      
  input                 rclk,
  input                 wclk,
  input    [AWIDTH-1:0] waddr,    
  input                 waddr_v,
  input    [DWIDTH-1:0] wdata,    
  input                 wdata_v,
  input    [CWIDTH-1:0] wcmd,     
  input                 wcmd_v,
  input                 go,       
  output   [DWIDTH-1:0] dout,
  output                dout_v,
  output reg     [15:0] status
);
  wire w_rst;
  wire r_rst;
  reset_cdc #(1,1,2) u_reset_wclk (.clk(wclk), .rst_in(rst), .rst_out(w_rst));
  reset_cdc #(1,1,2) u_reset_rclk (.clk(rclk), .rst_in(rst), .rst_out(r_rst));
  localparam IDLE=0, RD_WAVE=1;
  reg  [0:0]         r_state, r_state_next;
  reg  [AWIDTH-1:0]  waddr_cnt;
  reg  [AWIDTH-1:0]  waddr_addr;
  reg  [7:0]         clkdiv_val;
  reg  [7:0]         clkdiv_cnt;
  reg  [7:0]         wave_raddr;
  reg  [7:0]         wave_cnt;
  wire cmd_done      = r_state == RD_WAVE && wave_cnt==0 && clkdiv_cnt==0;
  wire wave_done     = cmd_done && r_empty;
  wire rd_first_cmd  = r_state == IDLE && r_state_next == RD_WAVE;
  wire rd_next_cmd   = cmd_done && !r_empty;
  wire rd_fifo_cmd   = rd_first_cmd || rd_next_cmd;
  wire w_full;
  wire [CWIDTH-1:0] fifo_cmd_word;
  wire r_empty;
  fifo #(CMD_FIFO_DEPTH, CWIDTH) u_fifo_cmd
  (
    .rst          (rst),
    .wclk         (wclk),
    .i_write_wclk (wcmd_v),
    .i_din_wclk   (wcmd),
    .o_full_wclk  (w_full),
    .rclk         (rclk),
    .i_read_rclk  (rd_fifo_cmd),
    .o_dout_rclk  (fifo_cmd_word),
    .o_empty_rclk (r_empty)
  );
  always@* begin
    case (r_state)
      IDLE:    if (go && !r_empty) r_state_next <= RD_WAVE;
      RD_WAVE: if (wave_done) r_state_next <= IDLE;
      default  r_state_next <= IDLE;
    endcase
  end
  wire wave_clktick = (clkdiv_cnt==0);
  reg rdata_v;
  always @(posedge rclk or posedge r_rst) begin
    if (r_rst) begin
      r_state      <= IDLE;
      wave_raddr   <= 0;
      wave_cnt     <= 0;
      clkdiv_val   <= 0;
      clkdiv_cnt   <= 0;
      rdata_v      <= 0;
    end else begin
      r_state <= r_state_next;
      if (r_state == IDLE) begin
        clkdiv_cnt <= 0;
      end else begin
        clkdiv_cnt <= (clkdiv_cnt==0) ? clkdiv_val : clkdiv_cnt-1;
      end
      if (rd_fifo_cmd) begin
        wave_raddr   <= fifo_cmd_word[0  +: 8];
        wave_cnt     <= fifo_cmd_word[8  +: 8];
        clkdiv_val  <= fifo_cmd_word[16 +: 8];
      end else if (r_state == RD_WAVE) begin
        if (wave_clktick) begin
          wave_raddr <= wave_raddr + 1;
          wave_cnt  <= wave_cnt - 1;
        end
      end
      rdata_v <= r_state == RD_WAVE && !wave_done;
    end
  end
  wire w_empty;
  dualrank_cdc u_dr_empty(.clk(wclk), .rst(w_rst), .d(r_empty), .q(w_empty));
  wire w_state;
  dualrank_cdc u_dr_state(.clk(wclk), .rst(w_rst), .d(r_state), .q(w_state));
  reg  [AWIDTH-1:0] waddr_reg;
  always @(posedge wclk or posedge w_rst) begin
    if (w_rst) begin
      waddr_reg <= 0;
    end else begin
      if (waddr_v) begin
        waddr_reg <= waddr;
      end else if (wdata_v) begin
        waddr_reg <= waddr_reg + 1;
      end
      status <= 0;
      status[0] = w_empty;
      status[1] = w_full;
      status[2] = w_state;
    end
  end
  wire [DWIDTH-1:0] rdata;
  ram2p #(WAVE_RAM_DEPTH, AWIDTH, DWIDTH) u_ram2p_wave (
    .clka(wclk),
    .i_wea(wdata_v),
    .i_addra(waddr_reg),
    .i_data(wdata),
    .o_data(),
    .clkb(rclk),
    .i_web(1'b0),
    .i_addrb(wave_raddr),
    .i_datb({DWIDTH{1'b0}}),
    .o_datb(rdata)
  );
  assign dout = rdata;
  assign dout_v = rdata_v;
endmodule
File: /design/flow/run.sh
#!/bin/bash
# OpenROAD 26Q1-2900-gdf79404cd8, Yosys 0.63+post, stock flow scripts
make -C /OpenROAD-flow-scripts/flow DESIGN_CONFIG=/design/flow/config.mk WORK_HOME=/design/flow/orfs finish
==> out/metrics.csv <==
metric,value,unit
slew_violations,0,
die-area,1000000,um2
io_buffers,73,
final_cell_mix,"10200 x edfxtp_1, 2832 x mux4_2, 1738 x buf_4",
ys_warn_count,8,
final_cell_count_no_fill,34600,
grt_pass1_wl,1600000,um
worstSetupEndpointType,register,
crit_required,1800,ps
topCombFamilyByArea,multiplexers,
start_kind,register,
wl_per_cell,32.8,um
ys_sh_xor,0.123,%
path_max_fanout,7,
yosys_area,398000,um2
rr_startpoint,u_fifo_cmd.raddr_rclk[0]$_DFFE_PP0P_,
rsz0062_at_grt,true,
status,"finished, violations left",
yosys_cells,17000,
rows,366,
drive_gt1_share,39.5,%
io_pins,88,
violations,setup timing,
flop_cell,edfxtp_1,
initialDrtViolationCount,13000,
hold_path.class,in2reg,
synth_cell_type_count,78,
hold_start,wcmd[23],
num_vias,195000,
edf_count,10200,
floorplan.core_util,40.1,%
die_w,1000,um
post-place-ws,-2890,ps
ys_sh_aoi,1.61,%
grt_max_degree,97,
unclocked_regs,1,
clkTransAtPathRegs,80,ps
tns,-13271500,ps
synth_adder_area_share,0.113,%
ys_sh_simple,1.27,%
die_h,1000,um
p_per_area,1980,nW/um2
dp.cells,32300,
largest_reg_flops,6144,
finClkSkew,82.1,ps
place.gp.congestion,0.931,
syn_inst,17000,
finish.utilization,49.8,%
worst_slew_pin_slew,1070,ps
first_pass_iters,6,
top_cells_by_area,"edfxtp_1 77%, mux4_2 16%, mux2i_1 1.3%, dfrtp_1 0.72%, nor2_1 0.55%",
busiest_layer,met2,
finalHoldViolCount,0,
arrival,3980,ps
grt_pass1_vias,216000,
ant_nets,0,
n_fill_cell,76600,
antenna_found_initial,25,
core,993000,um2
hpwlAfterDp,715000,um
top_regs,"u_fifo_cmd.u_ram2p.mem_array (6144), u_ram2p_wave.mem_array (4096), u_fifo_cmd.u_ram2p.o_datb (24)",
drt_wl_total,1140000,um
crit_path_start,u_fifo_cmd.raddr_rclk[0]$_DFFE_PP0P_,
regMostFlops,u_fifo_cmd.u_ram2p.mem_array,
largest_area_cell,edfxtp_1,
warnings,48,
ys_ff,10400,
mux_share,17.4,%
worst_ir_drop_vdd,1580,uV
grt-ovfl-total,0,
syn_avg_cell_area,23.4,um2
mostFrequentLayoutCell,edfxtp_1,
viasPerCell,5.64,
post-route-drc-count,0,
track_usage,25.1,%
ys_async_sr_fraction,1.14,%
setup_slack,-2180,ps
area_growth,24.1,%
crit_type,reg2reg,
setup_viol,10500,
top_area_share,77.2,%
hold_slack,54.5,ps
max-cap-violations,0,
leakage,160,nW
cts_tree,done,
grt_use_met1,27.6,%
untimed_endpoints,2,
use_met2,36.2,%
syn_area,398000,um2
slew_headroom,28.0,%
gr-usage-met3,21.2,%
cell type report:
type,instances,area [um2],area share [%]
clock inverters,545,5360,1.08
diodes,14,35.0,0.00709
inverters,37,159,0.0321
multi-input cells,5588,86900,17.6
flip-flops and latches,10400,311000,63.0
clock buffers,1380,29100,5.89
well taps,13200,16600,3.35
repair buffers,3384,44800,9.06
power by group:
part	internal, mW	switching [mW]	leakage, nW
registers	373	3.35	93.8
clock network	174	130	16.8
logic	142	157	49.7
routing by layer:
| metal | vias to the layer above | part of all wire [%] | wire [um] |
|---|---|---|---|
| met1 | 98900 | 29 | 328000 |
| met3 | 2131 | 19 | 219000 |
| met2 | 14100 | 47 | 533000 |
| met4 | 56 | 4.8 | 54100 |
| li1 | 80100 | - | - |
| met5 | - | 0.18 | 2090 |
synth_stat cells (8+ instances only):
| cell | n |
|---|---|
| a22o_1 | 11 |
| a211oi_1 | 58 |
| buf_1 | 80 |
| nand2b_1 | 63 |
| nor2_1 | 583 |
| ha_1 | 36 |
| o22ai_1 | 188 |
| a221oi_1 | 82 |
| a31oi_1 | 16 |
| inv_1 | 34 |
| dfxtp_1 | 40 |
| mux2i_1 | 521 |
| o221ai_1 | 49 |
| mux4_2 | 2832 |
| mux2_2 | 15 |
| nand3b_1 | 30 |
| nand4_1 | 12 |
| edfxtp_1 | 10200 |
| buf_4 | 88 |
| xnor2_1 | 35 |
| a21oi_1 | 191 |
| dfrtp_1 | 114 |
| o211ai_1 | 56 |
| buf_8 | 15 |
| nand2_1 | 235 |
| o31ai_1 | 35 |
| a221o_1 | 8 |
| buf_6 | 73 |
| a22oi_1 | 70 |
| clkbuf_1 | 413 |
| nor3_1 | 30 |
| o21ai_0 | 128 |
| xor2_1 | 21 |
| nor4_1 | 30 |
| buf_2 | 314 |
| nor2b_1 | 20 |
| nand3_1 | 111 |
critical path: stages, from the launching register on:
cell and delay [ps]:
dfrtp_4 550, buf_12 180, buf_16 170, buf_16 170, buf_12 140, buf_8 120
mux4_2 320, mux4_2 260, o22ai_4 130, nor4_4 960, buf_12 190, o31ai_4 60
a21oi_2 120
through the flow:
| stage | instance area, um2 | total power [mW] |
|---|---|---|
| final | 494000 | 979 |
| after global routing | 494000 | 1010 |
| after CTS | 490000 | 973 |
| after detailed placement | 450000 | 652 |
| after global placement | 450000 | 652 |
| after floorplan | 399000 | 523 |
path summary, 6_finish.rpt:
check / to / slack [ps] / cells past startpoint
max: u_fifo_cmd.u_ram2p.o_datb[15]$_DFF_P_ / -2180 / 12
min: u_fifo_cmd.u_ram2p.mem_array[239][23]$_DFFE_PP_ / 50 / 2
max reg2reg: u_fifo_cmd.u_ram2p.o_datb[15]$_DFF_P_ / -2180 / 12
min reg2reg: u_dr_state.q_cdc[1]$_DFF_PN0_ / 100 / 2
max in group clk1: u_fifo_cmd.u_ram2p.mem_array[127][6]$_DFFE_PP_ / -1870 / 15
max in group asynchronous: u_fifo_cmd.rst_cdc_rclk[1]$_DFF_PP1_ / 260 / 4
min in group asynchronous: u_fifo_cmd.raddr_rclk[4]$_DFFE_PP0P_ / 210 / 1
min in group clk0: u_fifo_cmd.u_gray2bin_raddr.o_bin[3]$_DFF_PP0_ / 350 / 0
cell families (layout without fill, tap and decap cells):
family | after synthesis | count (layout)
other cells | 2 | 31
simple gates | 1151 | 1153
mux | 3368 | 3368
xor+xnor | 56 | 56
flops | 10400 | 10400
latches | 1 | 1
buf+inv | 1021 | 5346
compound gates | 958 | 958
fa+ha+maj | 36 | 36
repair_timing:
| action | CTS | global route |
|---|---|---|
| setup endpoints to repair | 10400 | 10400 |
| cloned | 39 | 47 |
| resized | 601 | 326 |
| pin swaps | 117 | 129 |
| buffers inserted | 136 | 184 |
| hold buffers | 53 | 0 |
| hold endpoints to repair | 10300 | 0 |
Power figures rest on the tool's default switching activity, not on a simulated workload.
