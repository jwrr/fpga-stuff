<file path="./run.sh">
#!/bin/bash
# OpenROAD 26Q1-2900-gdf79404cd8, Yosys 0.63+post, stock flow scripts
make -C /OpenROAD-flow-scripts/flow DESIGN_CONFIG=/design/flow/config.mk WORK_HOME=/design/flow/orfs finish
</file>
<file path="./config.mk">
export PLATFORM = sky130hd
export DESIGN_NAME = stack
export DESIGN_NICKNAME = stack
export VERILOG_FILES = /design/flow/design.v
export SDC_FILE = /design/flow/constraint.sdc
export NUM_CORES = 4
export LEC_CHECK = 1
export CORE_UTILIZATION = 30
</file>
<file path="./constraint.sdc">
current_design stack

set clk_period 58.3
set clk_io_pct 0.2

create_clock -name clk0 -period $clk_period [get_ports {clk}]

set non_clock_inputs [all_inputs -no_clocks]
set_input_delay [expr $clk_period * $clk_io_pct] -clock clk0 $non_clock_inputs
set_output_delay [expr $clk_period * $clk_io_pct] -clock clk0 [all_outputs]
</file>
<file path="./design.v">
interface ram_if #(
  parameter DEPTH = 256,
  parameter AWID  = 8,
  parameter DWID  = 16
) (
 input bit clk
);
  logic we;
  logic [DWID-1:0] din, dout;
  logic [AWID-1:0]  addr;
  modport mem  (input  we, din, addr, output dout);
  modport ctrl (output we, din, addr, input  dout);
endinterface
interface bus_if #(
  parameter DEPTH = 256,
  parameter AWID  = 8,
  parameter DWID  = 16
) (
 input bit clk
);
  logic we;
  logic [DWID-1:0] din, dout;
  logic [AWID-1:0]  addr;
  modport src  (input  we, din, addr, output dout);
  modport dest (output we, din, addr, input  dout);
endinterface
module ram2p #(
  parameter DEPTH = 256,
  parameter AWID  = 8,
  parameter DWID  = 16
) (
  input                 clka,
  input                 i_wea,
  input      [AWID-1:0] i_addra,
  input      [DWID-1:0] i_data,
  output reg [DWID-1:0] o_data,
  input                 clkb,
  input                 i_web,
  input      [AWID-1:0] i_addrb,
  input      [DWID-1:0] i_datb,
  output reg [DWID-1:0] o_datb
);
  reg [DWID-1:0] mem_array[0:DEPTH-1];
  always @(posedge clka) begin
    if (i_wea) begin
      mem_array[i_addra] <= i_data;
    end
    o_data <= mem_array[i_addra];
  end
  always @(posedge clkb) begin
    if (i_web) begin
      mem_array[i_addrb] <= i_datb;
    end
    o_datb <= mem_array[i_addrb];
  end
endmodule
module stack #(
  parameter DEPTH  = 256,
  parameter DWID   =  16
) (
  input             rst,
  input             clk,
  input             push,
  input             pop,
  input  [DWID-1:0] din,
  output [DWID-1:0] dout,
  output reg        dout_v,
  output            empty,
  output            full
);
  localparam AWID = $clog2(DEPTH);
  reg  [AWID:0]   waddr;
  reg  [AWID:0]   raddr;
  wire            full_ram   = waddr == DEPTH;
  wire            full       = full_ram && !pop;
  wire            empty_ram  = waddr == 0;
  reg             empty_ram2;
  wire            empty      = empty_ram && !push;
  wire            write_ram  = push && !full_ram && !pop;
  wire            read_ram   = pop && !empty_ram && !push;
  wire            pushpop    = push && pop;
  reg             push2;
  reg  [DWID-1:0] din2;
  always @(posedge clk or posedge rst) begin
    if (rst) begin
      push2  <= 0;
      din2   <= 0;
      dout_v <= 0;
      raddr  <= 0;
      waddr  <= 0;
      empty_ram2 <= 1;
    end else begin
      push2  <= push;
      din2   <= din;
      dout_v <= read_ram || pushpop;
      empty_ram2 <= empty_ram;
      if (write_ram) begin
        raddr <= waddr;
        waddr <= waddr + 1;
      end else if (read_ram) begin
        waddr <= raddr;
        raddr <= raddr - 1;
      end
    end
  end
  wire [DWID-1:0] dout_ram;
  wire [DWID-1:0] dout_ram2 = empty_ram2 ? 0 : dout_ram;
  ram2p #(DEPTH,AWID,DWID) u_ram2p (
    .clka(clk),
    .i_wea(write_ram),
    .i_addra(waddr[AWID-1:0]),
    .i_data(din),
    .o_data(),
    .clkb(clk),
    .i_web(1'b0),
    .i_addrb(raddr[AWID-1:0]),
    .i_datb({DWID{1'b0}}),
    .o_datb(dout_ram)
  );
  assign dout = push2 ? din2 : dout_ram2;
endmodule
</file>
==> run summary <==
setup bufs post-CTS - 0
Hold Fails Final Rpt - 0
Avg WL per Cell - 29.4 um
min Tclk post-route - 24620 ps
uppermost layer routed - met5
hold path startpoint - raddr[8]
gp weighted congestion - 0.905
CTS Buf Count - 409
Ports - 39
EDFF count, synth - 4096
Seq/Total Area, Yosys - 0.771
TritonRoute pass-1 iters - 6
CP bufs+invs - 2
critical path type - in -> out
Routed Antenna Nets - 0
Chip Area, Yosys - 0.161 mm^2
met2 wire len - 208 mm
tally of OpenROAD warnings - 33
leakage power total - 58.1 nW
Crit path max-delay family - buffers and inverters
I/O Buffers - 38
Power Dens Cells - 45.4 mW/mm^2
Syn. warnings - 2
Total GRT Usage - 0.180
Worst Path Required - 46640 ps
WL final - 457 mm
Inst Count DP - 14800
std cell rows - 268
vias in the first global route - 87500
share of layout cells above drive strength 1 - 0.261
synthesis-to-layout area growth - 15.0%
die area - 0.540 mm^2
CTS resizes - 0
final setup vio count - 0
Root Driver - clkbuf_16
ys async rst share - 0.00892
Hold Crit Class - reg -> reg
pre-CTS WS - 33680 ps
Avg Inst Size Synth - 21.4 um^2
Slew @ Worst Pin - 1280 ps
vias per cell - 5.12
Post-synth top flop - edfxtp_1
CTS tree - done
post-synth design cell area - 0.161 mm^2
Yosys Instances - 7514
final global-route overflow total - 0
Slew Limit Fails - 0
Mapped Cells - 7514
detailed-route DRC error count - 0
register-to-register path setup slack - 50250 ps
Setup TNS - 0 ps
Final Skew - 47.0 ps
Iter 0 DRT Violations - 5077
WP data arrival - 12960 ps
Critical Path Max Stage Delay - 560 ps
Core Util at FP - 0.302
H-tree lvl count - 5
flops out of synthesis - 4149
first-pass GRT wire length - 643 mm
initial antenna violation count - 21
Clk Latency, worst-skew pair - 990 ps
status - completed
maximum vdd drop - 30.4 uV
Cell Chain, Critical Path - clkdlybuf4s50_1, nor2_1, clkdlybuf4s50_1
metal1 wirelength - 132 mm
Placeable Area - 0.534 mm^2
Post-CTS Hold Buffers - 0
Detail Placement HPWL - 280 mm
filler cell count - 48400
Slowest-stage cell, CP - clkdlybuf4s50_1
post-synthesis cell type count - 85
Setup crit end kind - output pin
met3 wire length - 92.8 mm
Critical Path Source - push
fin cells - 15600
CP startpoint kind - input port
Rel. slew slack - 0.146
largest net degree at the start of global routing - 113
RSZ-0062 raised after global routing - no
cycle use final - 0.422
Die Span X - 735 um
worst-path fanout max - 7
clock slew seen by the registers of the worst setup and hold paths - 60 ps
WHS - 544 ps
clock tree buffer depth - 4
RR Startpoint - raddr[0]
maximum capacitance violations - 0
routed via count - 79600
most used cell along the critical path - clkdlybuf4s50_1
die height - 735 um
CTS sink count - 4149
Worst Slack Setup Final - 33680 ps
Fmax achieved - 0.0406 GHz
-- state kept, by name (all words and copies together), names as in the netlist --
register / count
dout_v: 1
din2: 16
empty_ram2: 1
u_ram2p.mem_array: 4096
raddr: 9
u_ram2p.o_datb: 16
push2: 1
waddr: 9
-- kinds of logic after synthesis --
logic type                 count (synthesis)  synth area share
DFF                                     4149             0.771
xor gates and xnor gates                   1         0.0000544
buffers and inverters                    472            0.0208
and+or+nand+nor                          662            0.0178
AOI/OAI and AO/OA                        834            0.0367
adders and majority gates                  5          0.000388
muxes                                   1391             0.153
-- per-layer routing --
layer | vias up | global-route usage
met5 | - | 0.0275
met3 | 919 | 0.169
li1 | 32900 | -
met4 | 48 | 0.0645
met2 | 5804 | 0.267
met1 | 40000 | 0.171
-- area by class of cell --
cell class	instances	area [um^2]	area share
sequential	4149	124000	0.671
antenna	25	62.6	0.000338
clock buffer	488	10600	0.0573
tap	7155	8950	0.0483
inverter	14	65.1	0.000351
multi-input combinational	2893	34100	0.184
clock inverter	258	2460	0.0133
timing repair buffer	581	4680	0.0253
-- where the power goes --
group | switching [mW] | total, mW | internal, mW
sequential | 0.0354 | 3.34 | 3.30
clock | 1.12 | 2.57 | 1.45
combinational | 1.60 | 2.50 | 0.898
-- cells in the mapped netlist, drive strengths merged (31+ instances only) --
| cell type | count | area (um^2) |
|---|---|---|
| edfxtp | 4096 | 123000 |
| mux4 | 839 | 19100 |
| mux2i | 532 | 5330 |
| nor2 | 335 | 1260 |
| buf | 295 | 2600 |
| clkbuf | 162 | 689 |
| a21oi | 136 | 681 |
| nand2 | 132 | 495 |
| o221ai | 130 | 1140 |
| o22ai | 119 | 744 |
| o21ai | 110 | 551 |
| nand3 | 71 | 365 |
| a22oi | 59 | 443 |
| a221oi | 58 | 514 |
| dfrtp | 36 | 901 |
| nor3 | 36 | 180 |
| a31oi | 32 | 200 |
| a22o | 31 | 272 |
-- final timing paths --
kind,endpoint,cells after the start
max,empty,3
min,raddr[8],1
max reg2reg,u_ram2p.o_datb[3],13
min reg2reg,raddr[8],1
max in group asynchronous,raddr[2],3
min in group asynchronous,waddr[2],2
-- cells in the final DEF (no fill, tap or decap), drive strengths merged, types with 19 or more instances in the layout --
master and instances:
edfxtp 4096, mux4 839, buf 557, mux2i 532, clkbuf 490, nor2 335, clkinv 191, a21oi 136
nand2 132, o221ai 130, o22ai 119, o21ai 110, nand3 71, a22oi 59, a221oi 58, nor3 36
dfrtp 36, bufinv 34, a31oi 32, a22o 31, a211oi 28, diode 25, inv 24, clkinvlp 23
clkdlybuf4s50 22, mux2 20, and2 19
-- metrics by stage --
step                power (mW)   util  area [um^2]
floorplan                 4.89      -       161000
global placement          5.85  0.322       172000
detailed placement        5.87  0.322       172000
CTS                       8.42  0.347       185000
global route              8.68  0.347       185000
finish                    8.41  0.347       185000
Power is estimated from default activity; no workload was simulated.
