[./run.sh]
#!/bin/bash
# OpenROAD 26Q1-2900-gdf79404cd8, Yosys 0.63+post, stock flow scripts
make -C /OpenROAD-flow-scripts/flow DESIGN_CONFIG=/design/flow/config.mk WORK_HOME=/design/flow/orfs finish
[./config.mk]
export PLATFORM = sky130hd
export DESIGN_NAME = ram
export DESIGN_NICKNAME = ram
export VERILOG_FILES = /design/flow/design.v
export SDC_FILE = /design/flow/constraint.sdc
export NUM_CORES = 4
export LEC_CHECK = 1
export CORE_UTILIZATION = 30
[./constraint.sdc]
current_design ram

set clk_period 32.2
set clk_io_pct 0.2

create_clock -name clk0 -period $clk_period [get_ports {clk}]

set non_clock_inputs [all_inputs -no_clocks]
set_input_delay [expr $clk_period * $clk_io_pct] -clock clk0 $non_clock_inputs
set_output_delay [expr $clk_period * $clk_io_pct] -clock clk0 [all_outputs]
[./design.v]
interface ram_if #(
  parameter DEPTH = 256,
  parameter AWID  = 8,
  parameter DWID  = 16
) (
 input bit clk
);
  logic we;
  logic [DWID-1:0] din, dout;
  logic [AWID-1:0]  addr;
  modport mem  (input  we, din, addr, output dout);
  modport ctrl (output we, din, addr, input  dout);
endinterface
interface bus_if #(
  parameter DEPTH = 256,
  parameter AWID  = 8,
  parameter DWID  = 16
) (
 input bit clk
);
  logic we;
  logic [DWID-1:0] din, dout;
  logic [AWID-1:0]  addr;
  modport src  (input  we, din, addr, output dout);
  modport dest (output we, din, addr, input  dout);
endinterface
module ram #(
  parameter AWID  = 8,
  parameter DWID  = 16
) (
  input                 clk,
  input                 i_we,
  input      [AWID-1:0] i_addr,
  input      [DWID-1:0] i_dat,
  output reg [DWID-1:0] o_dat
);
  localparam DEPTH = 256;  
  reg [DWID-1:0] mem_array[0:DEPTH-1];
  always @(posedge clk) begin
    if (i_we) begin
      mem_array[i_addr] <= i_dat;
    end
    o_dat <= mem_array[i_addr];
  end
  initial begin
    $dumpfile("test.vcd");
    $dumpvars(0,ram);
  end
endmodule
==> reports/notes.md <==
• capturing element type of the critical path: flop
• area of all placed cells without fillers: 180000 um2
• outcome: finished, final reports clean
• wire length per cell: 28.0 um
• row count: 263
• placement-stage worst setup slack: 19160 ps
• required time at the worst-slack endpoint: 32960 ps
• post-synthesis async set-or-reset flop share: 0
• number of top-level design ports: 42
• startpoint class of the critical path: input pin
• DR pass1 iterations: 8
• number of enable-type register cells in the synthesized netlist: 4096
• fill cell total of the finished layout: 46.0k
• core area: 514000 um2
• Post-Synth Adder-Cell Area: 0
• Worst Setup Slack, final: 20500 ps
• predominant post-synthesis flop cell: sky130_fd_sc_hd__edfxtp_1
• count of hold-fix buffers inserted at cts: 0
• hold violation total from the final report: 0
• number of distinct library cells after synthesis: 22
• # H-tree levels: 5
• Root Buffer: sky130_fd_sc_hd__clkbuf_16
• Final period util: 0.363
• share of layout cells above drive strength 1: 0.302
• half-perimeter wire length of the detailed placement result: 235000 um
• vertical die size: 722 um
• yosys cell count: 6727
• worst-case clock buffer depth: 4
• Power Dens Cells: 61.8 nW/um2
• post-placement cell area: 167000 um2
• total wire length: 406000 um
• most frequent cell after synthesis: sky130_fd_sc_hd__edfxtp_1
• largest net degree at the start of global routing: 114
• classification of the worst setup path: input pin to flop
• total CTS buffers: 406
• most instantiated cells after synthesis: sky130_fd_sc_hd__edfxtp_1 (4096), sky130_fd_sc_hd__mux4_2 (1024), sky130_fd_sc_hd__a22oi_1 (512)
• register share after synthesis: 0.794
• total number of warnings across the stage logs: 35
• die x size: 722 um
• post-synthesis cell type with the largest combined area: sky130_fd_sc_hd__edfxtp_1
• transition time of the tightest slew-check pin: 1400 ps
• last weighted congestion value of the routability-driven placer: 0.842
• number of failing setup endpoints in the final timing report: 0
• fraction of synthesized cell area in xor and xnor cells: 0
• total of warnings raised by yosys: 3
• number of violations of the max-capacitance limit: 0
• share of the synthesized area in the top cell type: 0.791
• final number of max-transition violations: 0
• worst min-delay path class: flop to flop
• clock-pin slew of the registers on the worst-case setup and hold paths: 60 ps
• wire length of the first global-routing pass: 581000 um
• worst-skew pair later-pin latency: 980 ps
• Mapped Cells: 6727
• count of cells resized by post-cts repair: 0
• Largest cells by area: sky130_fd_sc_hd__edfxtp_1 (79%), sky130_fd_sc_hd__mux4_2 (15%), sky130_fd_sc_hd__a22oi_1 (2.5%), sky130_fd_sc_hd__a21oi_1 (0.82%), sky130_fd_sc_hd__clkbuf_1 (0.60%)
• Via density: 5.04
• Syn Std Cell Area: 155000 um2
• final critical-path required period: 11700 ps
• register bit count reported by yosys: 4112
• die area: 521000 um2
• growth of design area from synthesis to finish: 16.1%
• via count of the first global-routing pass: 82.3k
• number of antenna-violating nets in the routed design: 0
• Worst VDD drop: 0.0428 mV
• number of antenna violations at the first check in global routing: 24
• unrepaired setup endpoints after global routing: false
• Synth logic family: multiplexers
• maximum net fanout on the critical path: 57
• pre-placement core utilization: 0.302
• final routed DRC violation total: 0
• count of buffers inserted at the top-level ports: 41
• share of cell area taken by muxes after synthesis: 0.148
• Fmax achieved: 0.0855 GHz
• number of sinks on the clock net: 4112
• Post-CTS Setup Bufs: 0
• overall via count from detail_route: 73.0k
• CTS tree: yes
• leakage power summed over all cells: 54.5 nW
• Compound-Gate Fraction of Synth Area: 0.0366
• Total Routing Usage GR: 0.167
• average cell area after synthesis: 23.1 um2
• worst setup skew after layout: 60.2 ps
• relative slew slack: 0.0591
• number of DRC markers after the initial detailed-route iteration: 4311
• worst path arrival time: 12460 ps
• grt ovf: 0
• synthesis area per yosys: 155000 um2
• area share of and/or/nand/nor cells after synthesis: 0.00907
• post-route setup TNS: 0 ps
## per-stage QoR
stage	power [mW]	hold WS (ps)	std cells	util
6_report	11.1	951	14500	0.351
5_1_grt	11.5	1020	14500	0.351
4_1_cts	11.2	963	14500	0.351
3_5_place_dp	6.53	957	13700	0.325
3_3_place_gp	6.52	943	13700	0.325
2_1_floorplan	6.27	819	6727	-
## power breakdown
part	switching (mW)	total, mW	internal (mW)
clock network	1.99	4.73	2.73
logic	0.326	0.494	0.168
registers	0.0179	5.92	5.90
## worst paths after layout
path / end / from / slack (ps) / depth (start not counted)
setup / recovery: o_dat[15] / i_addr[0] / 20500 / 12
hold / removal: o_dat[12] / mem_array[65][12] / 950 / 5
setup reg to reg: o_dat[7] / mem_array[171][7] / 28910 / 5
hold reg to reg: o_dat[12] / mem_array[65][12] / 950 / 5
## critical path: stages
cell	delay, ps
sky130_fd_sc_hd__buf_16	250
sky130_fd_sc_hd__buf_4	660
sky130_fd_sc_hd__buf_4	630
sky130_fd_sc_hd__buf_4	600
sky130_fd_sc_hd__buf_4	630
sky130_fd_sc_hd__buf_4	630
sky130_fd_sc_hd__mux4_2	580
sky130_fd_sc_hd__a22oi_1	320
sky130_fd_sc_hd__a21oi_1	230
sky130_fd_sc_hd__o41ai_1	860
sky130_fd_sc_hd__buf_4	310
sky130_fd_sc_hd__nand4_1	100
## logic make-up (layout without fill, tap and decap cells)
group | count (synthesis) | after routing
muxes | 1024 | 1024
and+or+nand+nor | 338 | 338
DFF | 4112 | 4112
other | 0 | 10
AOI/OAI and AO/OA | 832 | 832
buffers and inverters | 421 | 1277
## state kept, by name (all words and copies together) (netlist names)
register	cells
o_dat	16
mem_array	4096
## cell usage in the layout (no fill, tap or decap), drive strengths merged, types with 2 or more instances in the layout
| cell type | count |
|---|---|
| edfxtp | 4096 |
| mux4 | 1024 |
| a22oi | 512 |
| buf | 504 |
| clkbuf | 491 |
| a21oi | 256 |
| nor2 | 232 |
| clkinv | 175 |
| o41ai | 64 |
| bufinv | 47 |
| nor3 | 30 |
| nand2 | 28 |
| clkdlybuf4s50 | 23 |
| inv | 20 |
| clkinvlp | 17 |
| nand4 | 16 |
| dfxtp | 16 |
| nand3 | 13 |
| diode | 10 |
| nor2b | 7 |
| nand2b | 6 |
| and2 | 3 |
| or2 | 2 |
## per-layer routing
layer / up-vias / track usage / routed length [um]
met5: - / 0.00989 / 588
met4: 37 / 0.0439 / 13600
met3: 691 / 0.159 / 83500
met2: 5252 / 0.249 / 188000
met1: 36900 / 0.164 / 120000
li1: 30100 / - / -
## layout make-up
cell class	instances	area [um2]	share of cell area
tap	6890	8620	0.0478
inverter	1	3.75	0.0000208
antenna	10	25.0	0.000139
clock inverter	258	2680	0.0148
sequential	4112	123000	0.684
multi-input combinational	2194	30900	0.171
timing repair buffer	527	4210	0.0234
clock buffer	491	10600	0.0589
Power is estimated from default activity; no workload was simulated.
